==> flow/design.v <==
`timescale 1ns / 1ps
module cache_controller #(
    parameter CACHE_LINES = 1024,
    parameter TAG_WIDTH = 18,
    parameter INDEX_WIDTH = 10,
    parameter OFFSET_WIDTH = 4
)(
    input  wire                     clk,
    input  wire                     rst,
    input  wire [INDEX_WIDTH-1:0]    index,
    input  wire [TAG_WIDTH-1:0]    tag,
    input  wire                     read,
    input  wire                     write,
    input  wire                     flush,
    output reg                      stall,
    output reg                      refill,
    output reg                      update,
    input  wire                     mem_ready,
    output reg                      mem_read,
    output reg                      mem_write
);
    localparam IDLE = 0, ALLOCATE = 1, WRITE_MEMORY = 2;
    reg [TAG_WIDTH-1:0]tag_array[0:CACHE_LINES-1];
    reg                valid_bits[0:CACHE_LINES-1];
    reg [1:0] state, next_state;
    reg next_stall, next_refill, next_update, next_mem_read, next_mem_write;
    wire hit;
    integer i;
    always @(posedge clk) begin
        if (rst) begin
            state <= IDLE;
            stall <= 1'b0;
            refill <= 1'b0;
            update <= 1'b0;
            mem_read <= 1'b0;
            mem_write <= 1'b0;
            for (i = 0; i < CACHE_LINES; i = i + 1) begin
                    valid_bits[i] <= 1'b0;
                    tag_array[i] <= {TAG_WIDTH{1'b0}};
            end
        end else begin
            state <= next_state;
            if (state == IDLE && flush) begin
                for (i = 0; i < CACHE_LINES; i = i + 1) begin
                    valid_bits[i] <= 1'b0;
                end
            end
            else if (state == ALLOCATE && mem_ready) begin
                tag_array[index] <= tag;
                valid_bits[index] <= 1'b1;
            end
            stall <= next_stall;
            refill <= next_refill;
            update <= next_update;
            mem_read <= next_mem_read;
            mem_write <= next_mem_write;
        end
    end
    assign hit = (tag_array[index] == tag) && valid_bits[index];
    always @(*) begin
        next_stall = 0;
        next_refill = 0;
        next_update = 0;
        next_mem_read = 0;
        next_mem_write = 0;
        next_state = state;
        case (state) 
            IDLE : begin
                if (flush)
                    next_state = IDLE;
                else if (read && hit)
                  next_state = IDLE;   
                else if (read && !hit) begin
                  next_state = ALLOCATE;   
                  next_stall = 1'b1;
                  next_mem_read = 1'b1;
                end
                else if (write) begin
                  next_state = WRITE_MEMORY;   
                  next_stall = 1'b1;
                  next_mem_write = 1'b1;
                  if (hit) 
                    next_update = 1'b1;      
                end
            end
            ALLOCATE : begin     
              if (!mem_ready) begin
                next_stall = 1'b1;
                next_mem_read = 1'b1;
              end
              else begin
                next_state = IDLE;
                next_refill = 1'b1;
                next_stall = 1'b0;
              end  
            end
            WRITE_MEMORY: begin
                if (!mem_ready) begin
                    next_stall = 1'b1;
                    next_mem_write = 1'b1;
                end
                else begin
                    next_state = IDLE;
                    next_stall = 1'b0;
                end 
            end       
       endcase
   end
endmodule                 
==> flow/run.sh <==
#!/bin/bash
# OpenROAD 26Q1-2900-gdf79404cd8, Yosys 0.63+post, stock flow scripts
make -C /OpenROAD-flow-scripts/flow DESIGN_CONFIG=/design/flow/config.mk WORK_HOME=/design/flow/orfs finish
==> flow/config.mk <==
export PLATFORM = sky130hd
export DESIGN_NAME = cache_controller
export DESIGN_NICKNAME = cache_controller
export VERILOG_FILES = /design/flow/design.v
export SDC_FILE = /design/flow/constraint.sdc
export NUM_CORES = 4
export LEC_CHECK = 1
export CORE_UTILIZATION = 30
export SYNTH_MEMORY_MAX_BITS = 65536
==> flow/constraint.sdc <==
current_design cache_controller

set clk_period 79.0
set clk_io_pct 0.2

create_clock -name clk0 -period $clk_period [get_ports {clk}]

set non_clock_inputs [all_inputs -no_clocks]
set_input_delay [expr $clk_period * $clk_io_pct] -clock clk0 $non_clock_inputs
set_output_delay [expr $clk_period * $clk_io_pct] -clock clk0 [all_outputs]
==> out/metrics.csv <==
metric,value,unit
outcome,aborted with a tool error,
haltStage,5_1_grt,
error_line,[ERROR GRT-0116] Global routing finished with congestion. Check the congestion regions in the DRC Viewer.,
rows,626,
synth.area.top_cells,"edfxtp_1 63%, and2_1 8.8%, mux2i_1 8.5%, nor3_1 3.6%, mux4_2 2.7%",
gp_congestion,1.03,
edf_count,18432,
ys_warn_count,1,
dpl.hpwl,2450000,µm
grt_max_degree,175,
syn_inst,63839,
ys_sh_xor,0.0120,%
mux_area_share,11.5,%
fp.dieH,1710,µm
yosys.area.top_type_share,63.4,%
io_pins,39,
postSynthSeqShare,65.8,%
yosys.area_share.simple,14.9,%
ys_sh_aoi,4.35,%
synthesis.area,872000,µm²
holdBufCountCts,0,
yosys_cells,63839,
numCtsBuffers,2163,
numPortBuffers,38,
synthArstFlopShare,0,%
cts-root-buf,clkbuf_16,
adder_share,0,%
clk_path_buf_depth,6,
ctsResizeCount,0,
synthFlopType,edfxtp_1,
htree_levels,8,
netlist_logic_family_top,simple AND/OR/NAND/NOR gates,
post-cts-setup-buffers,0,
syn_avg_cell_area,13.7,µm²
synth-seq-cells,19464,
place_ws,50.79,ns
fp-utilization,30.1,%
die_w,1710,µm
numClockSinks,19464,
ys_area,872000,µm²
largest_area_cell,edfxtp_1,
synthDistinctLibCells,84,
==> cells in the mapped netlist, types with 31 or more instances <==
master / instances
a211oi_1: 90
a21o_1: 1032
a21oi_1: 255
a221oi_1: 33
a22o_1: 31
a22oi_1: 334
a31oi_1: 63
and2_1: 12309
buf_1: 297
buf_2: 1043
buf_4: 321
buf_6: 57
clkbuf_1: 5257
dfxtp_1: 1032
edfxtp_1: 18432
mux2_2: 247
mux2i_1: 7437
mux4_2: 1039
nand2_1: 536
nand3_1: 319
nand4_1: 134
nor2_1: 1298
nor2b_1: 44
nor3_1: 6298
nor4_1: 801
o211ai_1: 33
o21ai_0: 196
o22ai_1: 3587
or2_2: 1030
==> per-stage QoR <==
step / area [µm²] / util (%) / std cells
after global placement: 924000 / 31.8 / 99311
after detailed placement: 924000 / 31.8 / 99327
after CTS: 992000 / 34.2 / 103228
after floorplan: 872000 / - / 63839
==> logic make-up after synthesis <==
| group | count (synthesis) |
|---|---|
| flip-flops | 19464 |
| AND/OR/NAND/NOR | 22864 |
| multiplexers | 8725 |
| AND-OR/OR-AND | 5777 |
| XOR/XNOR | 12 |
| buffers and inverters | 6997 |
